$ cat flow/run.sh
#!/bin/bash
# OpenROAD 26Q1-2900-gdf79404cd8, Yosys 0.63+post, stock flow scripts
make -C /OpenROAD-flow-scripts/flow DESIGN_CONFIG=/design/flow/config.mk WORK_HOME=/design/flow/orfs finish
$ cat flow/config.mk
export PLATFORM = sky130hd
export DESIGN_NAME = acia
export DESIGN_NICKNAME = acia
export VERILOG_FILES = /design/flow/design.v
export SDC_FILE = /design/flow/constraint.sdc
export NUM_CORES = 4
export LEC_CHECK = 1
export CORE_UTILIZATION = 40
export SYNTH_HDL_FRONTEND = slang
$ cat flow/constraint.sdc
current_design acia

set clk_period 4.2
set clk_io_pct 0.2

create_clock -name clk0 -period $clk_period [get_ports {clk}]

set non_clock_inputs [all_inputs -no_clocks]
set_input_delay [expr $clk_period * $clk_io_pct] -clock clk0 $non_clock_inputs
set_output_delay [expr $clk_period * $clk_io_pct] -clock clk0 [all_outputs]
$ cat flow/design.v
module acia(
	input clk,				 
	input rst,				 
	input cs,				 
	input we,				 
	input rs,				 
	input rx,				 
	input [7:0] din,		 
	output reg [7:0] dout,	 
	output tx,				 
	output irq				 
);
	localparam sym_rate = 9600;
    localparam clk_freq = 12000000;
    localparam sym_cnt = clk_freq / sym_rate;
	localparam SCW = $clog2(sym_cnt);
	wire [SCW-1:0] sym_cntr = sym_cnt;
	wire tx_start = cs & rs & we;
	reg [1:0] counter_divide_select, tx_start_control;
	reg [2:0] word_select;  
	reg receive_interrupt_enable;
	always @(posedge clk)
	begin
		if(rst)
		begin
			counter_divide_select <= 2'b00;
			word_select <= 3'b000;
			tx_start_control <= 2'b00;
			receive_interrupt_enable <= 1'b0;
		end
		else if(cs & ~rs & we)
			{
				receive_interrupt_enable,
				tx_start_control,
				word_select,
				counter_divide_select
			} <= din;
	end
	wire acia_rst = rst | (counter_divide_select == 2'b11);
	wire [7:0] rx_dat, status;
	always @(posedge clk)
	begin
		if(rst)
		begin
			dout <= 8'h00;
		end
		else
		begin
			if(cs & ~we)
			begin
				if(rs)
					dout <= rx_dat;
				else
					dout <= status;
			end
		end
	end
	reg txe;
	wire tx_busy;
	reg prev_tx_busy;
	always @(posedge clk)
	begin
		if(rst)
		begin
			txe <= 1'b1;
			prev_tx_busy <= 1'b0;
		end
		else
		begin
			prev_tx_busy <= tx_busy;
			if(tx_start)
				txe <= 1'b0;
			else if(prev_tx_busy & ~tx_busy)
				txe <= 1'b1;
		end
	end
	wire rx_stb;
	reg rxf;
	always @(posedge clk)
	begin
		if(rst)
			rxf <= 1'b0;
		else
		begin
			if(rx_stb)
				rxf <= 1'b1;
			else if(cs & rs & ~we)
				rxf <= 1'b0;
		end
	end
	wire rx_err;
	assign status = 
	{
		irq,				 
		1'b0,				 
		rx_err,			     
		rx_err,			     
		1'b0,				 
		1'b0,				 
		txe,				 
		rxf					 
	};
	acia_rx #(
		.SCW(SCW),				 
		.sym_cnt(sym_cnt)		 
	)
	my_rx(
		.clk(clk),				 
		.rst(acia_rst),			 
		.rx_serial(rx),		     
		.rx_dat(rx_dat),         
		.rx_stb(rx_stb),         
		.rx_err(rx_err)          
	);
	acia_tx #(
		.SCW(SCW),               
		.sym_cnt(sym_cnt)        
	)
	my_tx(
		.clk(clk),				 
		.rst(acia_rst),			 
		.tx_dat(din),            
		.tx_start(tx_start),     
		.tx_serial(tx),          
		.tx_busy(tx_busy)        
	);
	assign irq = (rxf & receive_interrupt_enable) | ((tx_start_control==2'b01) & txe);
endmodule
module acia_rx(
	input clk,				   
	input rst,				   
	input rx_serial,		   
	output reg [7:0] rx_dat,   
	output reg rx_stb,         
	output reg rx_err          
);
    parameter SCW = 8;
	parameter sym_cnt = 139;
	reg [7:0] in_pipe;
	reg in_state;
	wire all_zero = ~|in_pipe;
	wire all_one = &in_pipe;
	always @(posedge clk)
		if(rst)
		begin
			in_pipe <= 8'hff;
			in_state <= 1'b1;
		end
		else
		begin
			in_pipe <= {in_pipe[6:0],rx_serial};
			if(in_state && all_zero)
				in_state <= 1'b0;
			else if(!in_state && all_one)
				in_state <= 1'b1;
		end
	reg [8:0] rx_sr;
	reg [3:0] rx_bcnt;
	reg [SCW-1:0] rx_rcnt;
	reg rx_busy;
	always @(posedge clk)
		if(rst)
		begin
			rx_busy <= 1'b0;
			rx_stb <= 1'b0;
			rx_err <= 1'b0;
		end
		else
		begin
			if(!rx_busy)
			begin
				if(!in_state)
				begin
					rx_bcnt <= 4'h9;
					rx_rcnt <= sym_cnt/2;
					rx_busy <= 1'b1;
				end
				rx_stb <= 1'b0;
			end
			else
			begin
				if(~|rx_rcnt)
				begin
					rx_sr <= {in_state,rx_sr[8:1]};
					rx_rcnt <= sym_cnt;
					rx_bcnt <= rx_bcnt - 1;
					if(~|rx_bcnt)
					begin
						rx_dat <= rx_sr[8:1];
						rx_busy <= 1'b0;
						if(in_state && ~rx_sr[0])
						begin
							rx_err <= 1'b0;
							rx_stb <= 1'b1;
						end
						else
							rx_err <= 1'b1;
					end
				end
				else
					rx_rcnt <= rx_rcnt - 1;
			end
		end
endmodule
module acia_tx(
	input clk,				 
	input rst,				 
	input [7:0] tx_dat,		 
	input tx_start,			 
	output tx_serial,		 
	output reg tx_busy		 
);
    parameter SCW = 8;		 
	parameter sym_cnt = 139;	 
	reg [8:0] tx_sr;
	reg [3:0] tx_bcnt;
	reg [SCW-1:0] tx_rcnt;
	always @(posedge clk)
	begin
		if(rst)
		begin
			tx_sr <= 9'h1ff;
			tx_bcnt <= 4'h0;
			tx_rcnt <= {SCW{1'b0}};
			tx_busy <= 1'b0;
		end
		else
		begin
			if(!tx_busy)
			begin
				if(tx_start)
				begin
					tx_busy <= 1'b1;
					tx_sr <= {tx_dat,1'b0};
					tx_bcnt <= 4'd9;
					tx_rcnt <= sym_cnt;
				end
			end
			else
			begin
				if(~|tx_rcnt)
				begin
					tx_sr <= {1'b1,tx_sr[8:1]};
					tx_bcnt <= tx_bcnt - 1;
					tx_rcnt <= sym_cnt;
					if(~|tx_bcnt)
					begin
						tx_busy <= 1'b0;
					end
				end
				else
					tx_rcnt <= tx_rcnt - 1;
			end	
		end
	end
	assign tx_serial = tx_sr;
endmodule
==> flow_metrics.env <==
# physical design summary
export IMPL_wl_um=6824
export IMPL_finalSetupTns_ns=0
export IMPL_logic_area_sq_um=1530
export IMPL_reg2reg_depth=5
export IMPL_synth_top_cell_by_area="dfxtp_1"
export IMPL_path_cells="clkdlybuf4s50_1 -> a21oi_2 -> nand2_1 -> nor2_1"
export IMPL_cts_made_buffers=9
export IMPL_dieHeight_um=98.05
export IMPL_setup_ws_ns=1.451
export IMPL_core_sq_um=8806
export IMPL_setup_violations=0
export IMPL_powerDensity_nw_per_um2=395.3
export IMPL_hold_path_depth=0
export IMPL_ys_async_sr_fraction=0
export IMPL_internal_power_mw=1.238
export IMPL_crit_arrival_ns=2.73
export IMPL_clk_latency_ns=0.35
export IMPL_pwr_share_comb=0.103
export IMPL_clock_root_buffer="clkbuf_8"
export IMPL_grt_pass1_vias=2447
export IMPL_compound_area_frac=0.1072
export IMPL_fp_util=0.4190
export IMPL_status="finished clean"
export IMPL_topCellsByArea="dfxtp_1, edfxtp_1, mux2i_1"
export IMPL_post_route_cells_drive_above_1_share=0.09115
export IMPL_grt_usage=0.1515
export IMPL_p_sw_mw=0.4183
export IMPL_tritoncts="built"
export IMPL_syn_instance_count=348
export IMPL_cts_hold_buffers=0
export IMPL_rsz0062_at_grt="no"
export IMPL_top_cell="dfxtp_1"
export IMPL_cts_clk_slew_worst_paths_ns=0.09
export IMPL_cts_resized_gates=0
export IMPL_ys_sh_mux=0.04103
export IMPL_xor_share=0.02611
export IMPL_p_clk_frac=0.353
export IMPL_flop_cell="dfxtp_1"
export IMPL_cp_start_kind="primary input"
export IMPL_period_used=0.6546
export IMPL_cpMaxStageDelayCell="clkdlybuf4s50_1"
export IMPL_first_pass_iters=23
export IMPL_dieWidth_um=98.05
export IMPL_grt_max_degree=22
export IMPL_synth_seq_cells=85
export IMPL_yosys_top_cells_count="dfxtp_1, edfxtp_1, nor2_1"
export IMPL_pre_cts_ws_ns=1.066
export IMPL_ant_nets=0
export IMPL_hold_violations=0
export IMPL_postCtsSetupBuffers=0
export IMPL_top_logic_kind="simple AND/OR/NAND/NOR gates"
export IMPL_slowest_delay_ns=0.74
export IMPL_n_antenna_cell=0
export IMPL_worst_setup_path_type="primary input to register"
export IMPL_layoutNonFillerInstCount=481
export IMPL_area_delta_synth_final_pct=13.53
export IMPL_clock_sinks=85
export IMPL_tightest_slew_ns=0.7647
export IMPL_total_power_mw=1.656
export IMPL_ys_warn_count=0
export IMPL_io_pins=24
export IMPL_cts_root_to_sink_buffers=2
export IMPL_fillers=773
export IMPL_holdWs_ns=0.4469
export IMPL_critPathMaxFanout=18
export IMPL_switching_share=0.2526
export IMPL_yosysChipArea_sq_um=3690
export IMPL_pwr_share_seq=0.544
export IMPL_vias=2560
export IMPL_gp_congestion=0.7967
export IMPL_synth_area_per_cell_sq_um=10.60
export IMPL_grt_pass1_wl_um=11430
export IMPL_drv_slew=0
export IMPL_syn_cell_area_sq_um=3690
export IMPL_num_rows=34
export IMPL_top_area_frac=0.2876
export IMPL_yosysCellCount=348
export IMPL_drcViolationCount=0
export IMPL_die_area_sq_um=9613
export IMPL_required_ns=4.18
export IMPL_max_cap_violations=0
export IMPL_avgViaCountPerCell=5.322
export IMPL_ys_sh_adder=0.02374
export IMPL_global_route_overflow_total=0
export IMPL_simple_gate_area_frac=0.2167
export IMPL_seq_area_sq_um=2022
export IMPL_end_kind="register"
export IMPL_max_freq_mhz=363.7
export IMPL_htreeDepth=3
export IMPL_wl_per_cell_um=14.19
export IMPL_antenna_found_initial=0
export IMPL_hp_class="register to register"
export IMPL_synthDistinctLibCells=57
export IMPL_tool_warnings=28
export IMPL_slew_headroom=0.4891
export IMPL_post_dp_hpwl_um=4646
export IMPL_fin_crit_ns=2.749
export IMPL_edf_count=32
export IMPL_leakage_nw=1.399
export IMPL_synth_seq_share=0.5480
export IMPL_vdd_ir_drop_max_v=0.0001337
export IMPL_finalClockSkew_ns=0.01478
export IMPL_placed_cells=465
export IMPL_drtIter0Drc=94
export IMPL_port_buffers=23
==> layer usage <==
layer	vias up	track usage	wire length (um)
li1	1309	-	-
met5	-	0	0
met1	1192	0.2597	3587
met3	11	0.03052	304
met4	0	0.02331	125
met2	48	0.2129	2806
==> cells by family (layout without fill, tap and decap cells) <==
family                     Yosys count  in the layout
and+or+nand+nor                    138            138
DFF                                 85             85
AOI/OAI and AO/OA                   63             63
buffers and inverters               29             54
muxes                               15             15
xor gates and xnor gates            11             11
adders and majority gates            7              7
==> power groups by stage <==
stage / registers [mW] / clock network [mW] / logic [mW]
4_1_cts: 0.901 / 0.605 / 0.171
5_1_grt: 0.906 / 0.638 / 0.190
6_report: 0.901 / 0.584 / 0.171
==> worst paths after layout <==
| path | from | to | slack [ns] |
|---|---|---|---|
| setup / recovery | rst | my_rx.rx_sr[2] | 1.45 |
| setup reg to reg | my_rx.rx_rcnt[0] | my_rx.rx_sr[2] | 1.88 |
| hold / removal | my_rx.in_state | my_rx.rx_sr[8] | 0.45 |
| hold reg to reg | my_rx.in_state | my_rx.rx_sr[8] | 0.45 |
==> state kept, by name, indices dropped and copies added, names as in the netlist, 2 cells and up <==
| signal | count |
|---|---|
| my_rx.rx_rcnt | 11 |
| my_tx.tx_rcnt | 11 |
| my_rx.rx_sr | 9 |
| my_tx.tx_sr | 9 |
| dout | 8 |
| my_rx.in_pipe | 8 |
| my_rx.rx_dat | 8 |
| my_rx.rx_bcnt | 4 |
| my_tx.tx_bcnt | 4 |
| counter_divide_select | 2 |
| tx_start_control | 2 |
==> worst max-delay path, delay by kind of cell <==
family / cells / cell delay (ns)
buffers and inverters: 1 / 0.74
AND/OR/NAND/NOR: 2 / 0.73
AND-OR/OR-AND: 1 / 0.43
==> layout by cell type, fill, tap and decap left out, drive strengths merged, types with 3 or more instances in the layout <==
cell,netlist,final
a211oi,3,3
a21boi,3,3
a21oi,18,18
a31oi,15,15
buf,7,3
clkbuf,10,9
clkdlybuf4s50,0,23
dfxtp,53,53
edfxtp,32,32
ha,7,7
inv,12,15
mux2i,14,14
nand2,27,27
nand2b,13,13
nand3,16,16
nand4,4,4
nor2,28,28
nor2b,4,4
nor3,8,8
nor3b,4,4
nor4,15,15
o21ai,13,13
or4b,3,3
xnor2,7,7
xor2,4,4
==> layout make-up <==
cell class	instances	area share
flip-flops and latches	85	0.4827
inverters	12	0.01075
clock buffers	9	0.02957
clock inverters	7	0.01912
repair buffers	26	0.06033
well taps	108	0.03226
multi-input cells	234	0.3653
==> per-stage QoR <==
step             util  instance area (sq um)
6_report       0.4757                   4189
5_1_grt        0.4757                   4189
4_1_cts        0.4757                   4189
3_5_place_dp   0.4525                   3985
3_3_place_gp   0.4525                   3985
2_1_floorplan       -                   3690
Power figures rest on the tool's default switching activity, not on a simulated workload.
